### run.sh
#!/bin/bash
# OpenROAD 26Q1-2900-gdf79404cd8, Yosys 0.63+post, stock flow scripts
make -C /OpenROAD-flow-scripts/flow DESIGN_CONFIG=/design/flow/config.mk WORK_HOME=/design/flow/orfs finish
### config.mk
export PLATFORM = sky130hd
export DESIGN_NAME = clock_controller
export DESIGN_NICKNAME = clock_controller
export VERILOG_FILES = /design/flow/design.v
export SDC_FILE = /design/flow/constraint.sdc
export NUM_CORES = 4
export LEC_CHECK = 1
export CORE_AREA = 10 10 113 113
export DIE_AREA = 0 0 123 123
export SYNTH_HDL_FRONTEND = slang
### constraint.sdc
current_design clock_controller

set clk_period 3.9
set clk_io_pct 0.2

create_clock -name clk0 -period $clk_period [get_ports {i_clk}]

set non_clock_inputs [all_inputs -no_clocks]
set_input_delay [expr $clk_period * $clk_io_pct] -clock clk0 $non_clock_inputs
set_output_delay [expr $clk_period * $clk_io_pct] -clock clk0 [all_outputs]
### design.v
package common_pkg;
  typedef enum logic [1:0] {
    IDLE,
    SEND_DATA
  } display_op;
  typedef struct packed {
    logic but_do_display_time;
    logic but_do_set_time;
    logic but_do_set_alarm;
    logic but_do_toggle_alarm;
    logic but_do_left;
    logic but_do_up;
  } con_op_t;
  typedef struct packed {
    logic clock_do_display_time;
    logic clock_do_set_time;
    logic clock_do_set_alarm;
    logic clock_do_toggle_alarm;
    logic clock_do_left;
    logic clock_do_up;
  } clock_op_t;
  localparam int CLOCK_FREQ_DEFAULT = 2;
endpackage : common_pkg
module alarm_time #(
  parameter int CLOCK_FREQUENCY = 2
) (
  input  logic          i_clk,
  input  logic          i_rst_n,
  input  logic          i_alarm_left,
  input  logic          i_alarm_up,
  input  logic          i_alarm_rst_sel,
  output logic [5:0]    o_alarm_sel,
  output logic [19:0]   o_alarm_read_time,
  output logic          o_alarm_wr_en
);
logic [19:0]  cur_read_time, nxt_read_time;
logic [5:0]   cur_sel, nxt_sel;
logic cur_alarm_wr_en_del, nxt_alarm_wr_en_del;
always_ff @(posedge i_clk or negedge i_rst_n) begin
  if (!i_rst_n) begin
    cur_read_time     <= '0;
    cur_sel           <= 6'd000001;
    cur_alarm_wr_en_del<= '0;
  end else begin
    cur_read_time     <= nxt_read_time;
    cur_sel           <= nxt_sel;
    cur_alarm_wr_en_del<= nxt_alarm_wr_en_del;
  end
end
assign o_alarm_read_time = cur_read_time;
assign o_alarm_sel       = cur_sel;
assign o_time_wr_en      = cur_alarm_wr_en_del;
always_comb begin
  nxt_sel           = cur_sel;
  nxt_read_time     = cur_read_time;
  nxt_alarm_wr_en_del = 0;
  if (i_alarm_rst_sel) begin
    nxt_sel = 6'b000001;
  end
  if (i_alarm_left) begin
    nxt_alarm_wr_en_del = 1;
      nxt_sel = {cur_sel[4:0], cur_sel[5]};
    end else if (i_alarm_up) begin
      nxt_alarm_wr_en_del = 1;
      case (cur_sel)
        6'b000001: begin
          nxt_read_time[3:0] = cur_read_time[3:0] + 1;
          if (cur_read_time[3:0] == 4'd9) begin
            nxt_read_time[3:0] = '0;
          end
        end
        6'b000010: begin
          nxt_read_time[6:4] = cur_read_time[6:4] + 1;
          if (cur_read_time[6:4] == 4'd6) begin
            nxt_read_time[6:4] = '0;
          end
        end
        6'b000100: begin
          nxt_read_time[10:7] = cur_read_time[10:7] + 1;
          if (cur_read_time[10:7] == 4'd9) begin
            nxt_read_time[10:7] = '0;
          end
        end
        6'b001000: begin
          nxt_read_time[13:11] = cur_read_time[13:11] + 1;
          if (cur_read_time[13:11] == 4'd6) begin
            nxt_read_time[13:11] = '0;
          end
        end
        6'b010000: begin
          nxt_read_time[17:14] = cur_read_time[17:14] + 1;
          if (cur_read_time[17:14] == 4'd9) begin
            nxt_read_time[17:14] = '0;
          end
        end
        6'b100000: begin
          nxt_read_time[19:18] = cur_read_time[19:18] + 1;
          if (cur_read_time[19:18] == 4'd2) begin
            nxt_read_time[19:18] = '0;
          end
        end
        default :;
      endcase
    end
end
endmodule
import common_pkg::*;
module clock_controller #(
  parameter int CLOCK_FREQUENCY = 2
)(
  input  logic                  i_clk,
  input  logic                  i_rst_n,
  input  clock_op_t               i_clock_control,
  output logic [5:0]            o_clock_sel,
  output logic [19:0]           o_clock_val,
  output logic                  o_clock_do_ring,
  output logic                  o_clock_wr_en
);
  typedef enum logic [1:0] {
    S_DISPLAY_TIME,        
    S_SET_TIME,     
    S_SET_ALARM      
  } state_t;
  logic mode_is_DT;
  logic mode_wr_en;
  logic time_left;
  logic time_up;
  logic [5:0]  time_sel;
  logic [19:0] time_read_time;
  logic time_wr_en;
  logic alarm_left;
  logic alarm_up;
  logic alarm_rst_sel;
  logic [5:0]  alarm_sel;
  logic [19:0] alarm_read_time;
  logic alarm_wr_en;
  logic equals_alarm_time;
  state_t cur_state, nxt_state;
  logic cur_equals_edge, nxt_equals_edge;
  logic cur_alarm_is_on, nxt_alarm_is_on;
  always_ff @(posedge i_clk, negedge i_rst_n) begin : blockName
    if (!i_rst_n) begin
      cur_state             <= S_DISPLAY_TIME;
      cur_equals_edge       <= '0;
      cur_alarm_is_on       <= 1;
    end else begin
      cur_state             <= nxt_state;
      cur_equals_edge       <= nxt_equals_edge;
      cur_alarm_is_on       <= nxt_alarm_is_on;
    end
  end
  assign nxt_equals_edge = equals_alarm_time;
  assign o_clock_do_ring = (cur_equals_edge == 0 && equals_alarm_time == 1 && cur_alarm_is_on) ? 1 : 0;
  always_comb begin
    nxt_state = cur_state;
    nxt_alarm_is_on = cur_alarm_is_on;
    o_clock_sel = time_sel;
    o_clock_val = time_read_time;
    o_clock_wr_en = time_wr_en;
    equals_alarm_time = 0;
    mode_is_DT = 0;
    mode_wr_en = 0;
    time_left = 0;
    time_up = 0;
    alarm_rst_sel = 0;
    alarm_left = 0;
    alarm_up = 0;
    if (i_clock_control.clock_do_display_time) begin
      mode_is_DT = 1;
      mode_wr_en = 1;
      nxt_state = S_DISPLAY_TIME;
    end else if (i_clock_control.clock_do_set_time) begin
      mode_is_DT = 0;
      mode_wr_en = 1;
      nxt_state = S_SET_TIME;
    end else if (i_clock_control.clock_do_set_alarm) begin
      alarm_rst_sel = 1;
    end else if (i_clock_control.clock_do_toggle_alarm) begin
      nxt_alarm_is_on = ~cur_alarm_is_on;
    end
    case (cur_state)
      S_DISPLAY_TIME: begin
        if (time_read_time == alarm_read_time) begin
          equals_alarm_time = 1;
        end
        o_clock_sel = time_sel;
        o_clock_val = time_read_time;
        o_clock_wr_en = time_wr_en;
      end
      S_SET_TIME: begin
        time_left = i_clock_control.clock_do_left;
        time_up = i_clock_control.clock_do_up;
        o_clock_sel = time_sel;
        o_clock_val = time_read_time;
        o_clock_wr_en = time_wr_en;
      end
      S_SET_ALARM: begin
        alarm_left = i_clock_control.clock_do_left;
        alarm_up = i_clock_control.clock_do_up;
        o_clock_sel = alarm_sel;
        o_clock_val = alarm_read_time;
        o_clock_wr_en = alarm_wr_en;
      end
      default: begin
      end
    endcase
  end
  clock_time #(
      .CLOCK_FREQUENCY(CLOCK_FREQUENCY)
  ) u_clock_time (
      .i_clk(i_clk),
      .i_rst_n(i_rst_n),
      .i_mode_is_DT(mode_is_DT),
      .i_mode_wr_en(mode_wr_en),
      .i_time_left(time_left),
      .i_time_up(time_up),
      .o_time_sel(time_sel),
      .o_time_read_time(time_read_time),
      .o_time_wr_en(time_wr_en)
  );
  alarm_time #(
      .CLOCK_FREQUENCY(CLOCK_FREQUENCY)
  ) u_alarm_time (
      .i_clk(i_clk),
      .i_rst_n(i_rst_n),
      .i_alarm_left(alarm_left),
      .i_alarm_up(alarm_up),
      .i_alarm_rst_sel(alarm_rst_sel),
      .o_alarm_sel(alarm_sel),
      .o_alarm_read_time(alarm_read_time),
      .o_alarm_wr_en(alarm_wr_en)
  );
endmodule
module clock_time #(
  parameter int CLOCK_FREQUENCY = 2
) (
  input  logic          i_clk,
  input  logic          i_rst_n,
  input  logic          i_mode_is_DT,
  input  logic          i_mode_wr_en,
  input  logic          i_time_left,
  input  logic          i_time_up,
  output logic [5:0]    o_time_sel,
  output logic [19:0]   o_time_read_time,
  output logic          o_time_wr_en
);
logic [19:0]  cur_read_time, nxt_read_time;
logic [5:0]   cur_sel, nxt_sel;
logic [$clog2(CLOCK_FREQUENCY):0]  cur_time_counter, nxt_time_counter;
logic cur_time_wr_en_del, nxt_time_wr_en_del;
always_ff @(posedge i_clk or negedge i_rst_n) begin
  if (!i_rst_n) begin
    cur_read_time     <= '0;
    cur_sel           <= '0;
    cur_time_counter  <= '0;
    cur_time_wr_en_del<= '0;
  end else begin
    cur_read_time     <= nxt_read_time;
    cur_sel           <= nxt_sel;
    cur_time_counter  <= nxt_time_counter;
    cur_time_wr_en_del<= nxt_time_wr_en_del;
  end
end
assign o_time_read_time = cur_read_time;
assign o_time_sel       = cur_sel;
assign o_time_wr_en     = cur_time_wr_en_del;
always_comb begin
  nxt_time_wr_en_del = 0;
  nxt_time_counter  = cur_time_counter;
  nxt_sel           = cur_sel;
  nxt_read_time     = cur_read_time;
  if (i_mode_wr_en) begin
    if (i_mode_is_DT) begin
      nxt_time_counter = cur_time_counter +1;  
      nxt_sel          = '0;
    end else begin
    end
  end
  if (i_mode_is_DT) begin
    nxt_time_counter = cur_time_counter +1;
    nxt_sel          = '0;
    if (cur_time_counter >= CLOCK_FREQUENCY- 1) begin
      nxt_time_wr_en_del = 1;
      nxt_time_counter = 0;
      nxt_sel[0] = 1;
      nxt_read_time[3:0] = cur_read_time[3:0] + 1;
      if (cur_read_time[3:0] == 4'd9) begin
        nxt_read_time[3:0] = '0;
        nxt_read_time[6:4] = cur_read_time[6:4] + 1;
        nxt_sel[1] = 1;
        if (cur_read_time[6:4] == 3'd5) begin
          nxt_read_time[6:4] = '0;
          nxt_read_time[10:7] = cur_read_time[10:7] + 1;
          nxt_sel[2] = 1;
          if (cur_read_time[10:7] == 4'd9) begin
            nxt_read_time[10:7] = '0;
            nxt_read_time[13:11] = cur_read_time[13:11] + 1;
            nxt_sel[3] = 1;
            if (cur_read_time[13:11] == 3'd5) begin
              nxt_read_time[13:11] = '0;
              nxt_read_time[17:14] = cur_read_time[17:14] + 1;
              nxt_sel[4] = 1;
              if (cur_read_time[17:14] == 4'd9) begin
                nxt_read_time[17:14] = '0;
                nxt_read_time[19:18] = cur_read_time[19:18] + 1;
                nxt_sel[5] = 1;
              end
              if (cur_read_time[19:18] == 2'd2) begin
                if (cur_read_time[17:14] == 4'd3) begin
                  nxt_read_time[19:18] = '0;
                  nxt_read_time[17:14] = '0;
                  nxt_sel[5] = 1;
                end
              end
            end
          end
        end
      end
    end
  end else begin
    if (i_mode_wr_en) begin
      nxt_sel = 6'b000001;
      nxt_time_counter = '0;
    end
    if (i_time_left) begin
      nxt_time_wr_en_del = 1;
      nxt_sel = {cur_sel[4:0], cur_sel[5]};
    end else if (i_time_up) begin
      nxt_time_wr_en_del = 1;
      case (cur_sel)
        6'b000001: begin
          nxt_read_time[3:0] = (cur_read_time[3:0] + 1) & 4'b1111;
          if (cur_read_time[3:0] == 4'd9) begin
            nxt_read_time[3:0] = '0;
          end
        end
        6'b000010: begin
          nxt_read_time[6:4] = cur_read_time[6:4] + 1;
          if (cur_read_time[6:4] == 4'd6) begin
            nxt_read_time[6:4] = '0;
          end
        end
        6'b000100: begin
          nxt_read_time[10:7] = cur_read_time[10:7] + 1;
          if (cur_read_time[10:7] == 4'd9) begin
            nxt_read_time[10:7] = '0;
          end
        end
        6'b001000: begin
          nxt_read_time[13:11] = cur_read_time[13:11] + 1;
          if (cur_read_time[13:11] == 4'd6) begin
            nxt_read_time[13:11] = '0;
          end
        end
        6'b010000: begin
          nxt_read_time[17:14] = cur_read_time[17:14] + 1;
          if (cur_read_time[17:14] == 4'd9) begin
            nxt_read_time[17:14] = '0;
          end
        end
        6'b100000: begin
          nxt_read_time[19:18] = cur_read_time[19:18] + 1;
          if (cur_read_time[19:18] == 4'd2) begin
            nxt_read_time[19:18] = '0;
          end
        end
        default :;
      endcase
    end
  end
end
endmodule
==> impl_metrics.csv <==
group,metric,value,unit
floorplanning,die_w,123,um
grt,grt_overflow,0,
yosys,yosys-stat-cells,209,
final_timing,slew_headroom,0.5186,
grt,grt_pass1_vias,1689,
final_timing,grt_setup_unrepaired,"false",
floorplanning,core-area,0.01032,mm^2
setup_path,cp.depth,6,
yosys,topCellsByArea,"dfrtp_1, ha_1, nand2_1",
cells_and_area,syn_to_final_growth,30.69,%
drt,routedWlPerCell,14.36,um
drt,drt_iter0_markers,122,
drt,drt-total-wl,5.530,mm
cts,path_clk_slew,0.07,ns
cts,clkLatencyLatePin,0.29,ns
grt,antenna_found_initial,0,
drt,vias,1727,
setup_path,rr_endpoint,"u_clock_time.o_time_read_time[8]$_DFFE_PN0P_",
yosys,ys_seq_elements,33,
final_timing,max_freq,329.0,MHz
setup_path,cpPeakStageDelay,0.50,ns
placement,dpl_cell_area,0.002515,mm^2
grt,grt_pass1_wl,9.190,mm
power_and_ir_drop,p_per_area,470.6,mW/mm^2
setup_path,cp_max_fo,10,
cts,h-tree-depth,2,
setup_path,cp_cell_sequence,"nor4_1, and4b_1, nand4_1, nor2_1, and3b_1, clkdlybuf4s50_1",
cts,tritoncts,"yes",
min_path,min_path_type,"flop to flop",
cts,ctsResizeCount,0,
min_path,holdPathStages,2,
placement,routabilityCongestion,0.8833,
cells_and_area,drive_above_1_share,0.08434,
cts,cts_buffers,5,
yosys,ys_seq_frac,0.4138,
setup_path,cp_num_buf_inv,1,
final_timing,fin_skew,0.008115,ns
final_timing,tightest_slew,0.7177,ns
placement,place.port_buffers,35,
drt,wl_met3,439,um
final_timing,hold_viol,0,
power_and_ir_drop,irDropWorstVdd,0.3131,mV
setup_path,worst_ep_arrival_time,2.26,ns
floorplanning,row_count,37,
setup_path,start_kind,"flop",
cells_and_area,fin_area,0.002616,mm^2
yosys,async_flop_share,1.000,
setup_path,critPathSlowestCell,"dfrtp_1",
grt,grt_start_max_net_pins,34,
grt,grt_use_total,0.07572,
setup_path,crit_end,"o_clock_do_ring",
cts,cts_setup_buffers,0,
yosys,syn_area_per_cell,9.579,um^2
final_timing,fin_tns_setup,0,ns
drt,wl_met2,2.349,mm
setup_path,critical_path_class,"flop to primary output",
yosys,synth.distinct_cells,57,
yosys,top_area_frac,0.3875,
drt,drt_first_pass_iters,4,
floorplanning,die_h,123,um
floorplanning,fp_util,0.1939,
final_timing,final.min_clock_period,3.040,ns
setup_path,r2r_cells,6,
drt,vias_per_cell,4.486,
setup_path,rrSetupSlack,1.68,ns
yosys,yosysChipArea,0.002002,mm^2
placement,hpwlAfterDp,4.109,mm
setup_path,crit_start,"u_clock_time.o_time_read_time[4]$_DFFE_PN0P_",
yosys,yosysWarnings,1,
cts,postCtsHoldBufs,0,
final_timing,finalMaxSlewViolations,0,
floorplanning,io_pins,36,
power_and_ir_drop,leakagePower,1.057,nW
drt,route.detailed.drc,0,
setup_path,crit_required,3.12,ns
drt,top_layer,"met4",
run,drv_cap,0,
cts,ctsRootBufferMaster,"clkbuf_8",
yosys,top_area_cell,"dfrtp_1",
setup_path,reg2reg_from,"u_clock_time.o_time_read_time[1]$_DFFE_PN0P_",
setup_path,cp-end-kind,"primary output",
drt,ant_nets,0,
run,warnings,33,
final_timing,post-route-period-util,0.7794,
yosys,ys.flop_type,"dfrtp_1",
drt,antenna-diode-count,0,
drt,m1WireLength,2.702,mm
yosys,edf_count,0,
setup_path,path_delay_family,"simple AND/OR/NAND/NOR gates",
floorplanning,chipArea,0.01513,mm^2
cts,cts_sinks,33,
yosys,syn_inst,209,
run_status,outcome,"complete, no violations",
final_timing,finalSetupViolCount,0,
yosys,synth_area,0.002002,mm^2
cts,cts_buffer_depth,2,
-- cell type report --
| cell class | instances | area, um^2 |
|---|---|---|
| Clock buffer | 7 | 96.34 |
| Clock inverter | 1 | 5.005 |
| Fill cell | 1091 | 7707 |
| Inverter | 17 | 63.81 |
| Multi-Input combinational cell | 154 | 1087 |
| Sequential cell | 33 | 828.3 |
| Tap cell | 136 | 170.2 |
| Timing Repair Buffer | 37 | 365.4 |
-- layer usage --
metal	GRT usage	vias to the layer above
li1	-	854
met1	0.1131	812
met2	0.1098	57
met3	0.02313	4
met4	0.007278	0
met5	0	-
-- cells in the final DEF, fill, tap and decap left out, types with 2 or more instances in the layout --
| master | n |
|---|---|
| clkdlybuf4s50_1 | 35 |
| dfrtp_1 | 31 |
| nand2_1 | 20 |
| inv_1 | 16 |
| nor2_1 | 15 |
| ha_1 | 12 |
| o21ai_0 | 11 |
| clkbuf_8 | 7 |
| nor2b_1 | 6 |
| nor4_1 | 6 |
| nand3_1 | 6 |
| nand2b_1 | 5 |
| o21ai_1 | 5 |
| a21oi_1 | 4 |
| a22oi_1 | 4 |
| nand3b_1 | 3 |
| o31ai_1 | 3 |
| a211oi_1 | 3 |
| a32o_1 | 3 |
| a22o_1 | 3 |
| o22ai_1 | 3 |
| and4b_1 | 2 |
| and3b_1 | 2 |
| nand4b_1 | 2 |
| xnor2_1 | 2 |
| nand4bb_1 | 2 |
| o2bb2ai_1 | 2 |
| a221o_1 | 2 |
| a21o_1 | 2 |
| nor4b_1 | 2 |
| dfstp_2 | 2 |
| buf_4 | 2 |
-- sequential cells by signal (all words and copies together) (netlist names) --
signal	flops
cur_alarm_is_on	1
cur_equals_edge	1
cur_state	2
u_clock_time.cur_time_counter	2
u_clock_time.o_time_read_time	20
u_clock_time.o_time_sel	6
u_clock_time.o_time_wr_en	1
-- worst reg2reg max path, delay by kind of cell (launching register included) --
family | cells | cell delay (ns)
flops | 1 | 0.40
compound gates | 1 | 0.28
buf+inv | 1 | 0.12
fa+ha+maj | 1 | 0.22
mux | 1 | 0.35
simple gates | 2 | 0.74
-- kinds of logic after synthesis --
| kind of cell | Yosys count | synth area share |
|---|---|---|
| adders and majority gates | 12 | 0.07500 |
| and+or+nand+nor | 82 | 0.2419 |
| muxes | 3 | 0.01625 |
| DFF | 33 | 0.4137 |
| xor gates and xnor gates | 3 | 0.01313 |
| AOI/OAI and AO/OA | 54 | 0.1969 |
| buffers and inverters | 22 | 0.04312 |
-- cell usage after synthesis, drive strengths merged, types with 3 or more instances --
| library cell | number |
|---|---|
| ha | 12 |
| a21oi | 5 |
| o31ai | 3 |
| a22oi | 4 |
| a32o | 3 |
| nand3 | 6 |
| and3b | 3 |
| a211oi | 4 |
| nand2b | 5 |
| buf | 4 |
| dfrtp | 31 |
| nand2 | 20 |
| nand4b | 3 |
| nor4 | 7 |
| o22ai | 3 |
| nand3b | 3 |
| nor2b | 6 |
| o21ai | 16 |
| a22o | 3 |
| nor2 | 15 |
| inv | 16 |
-- stage by stage --
stage	setup slack, ns	total power, mW	hold slack (ns)	cells	util
2_1_floorplan	1.854	0.7333	0.4487	209	-
6_report	0.8604	1.231	0.4767	385	0.2534
4_1_cts	0.8699	1.242	0.4764	385	0.2534
3_5_place_dp	0.8776	0.9466	0.4628	377	0.2436
3_3_place_gp	0.9302	0.9413	0.4626	377	0.2436
5_1_grt	0.7006	1.329	0.5158	385	0.2534
-- power by group --
group | switching [mW] | internal, mW | leakage, nW
clock | 0.129 | 0.160 | 0.0542
combinational | 0.205 | 0.220 | 0.583
sequential | 0.100 | 0.417 | 0.420
-- worst min-delay path by stage --
stage                           from                     end  slack (ns)
finish        cur_state[0]$_DFF_PN1_  cur_state[0]$_DFF_PN1_        0.48
CTS           cur_state[0]$_DFF_PN1_  cur_state[0]$_DFF_PN1_        0.48
global route  cur_state[0]$_DFF_PN1_  cur_state[0]$_DFF_PN1_        0.52
Power figures rest on the tool's default switching activity, not on a simulated workload.
